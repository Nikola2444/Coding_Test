==> design/flow/design.v <==
module PWU 
( 
   va_rdy_o, pa_o, pa_vld_o, pa_fault_o, pw_c_va_o, pw_c_vld_o,
   l1_va_o, l1_cancel_o, l1_va_vld_o, ch_va_o, ch_va_vld_o,
   clk_i, resetn_i, va_i, va_vld_i, pa_rdy_i, pw_c_pa_i, l1_pa_i,
   l1_pa_vld_i, ch_fault_i
   );
   input logic clk_i;   
   input logic resetn_i;
   input logic [31:0] va_i;
   input logic        va_vld_i;
   output logic       va_rdy_o;
   output logic[27:0] pa_o;
   output logic       pa_vld_o;
   output logic       pa_fault_o;
   input logic        pa_rdy_i;
   output logic [31:0] pw_c_va_o;
   output logic        pw_c_vld_o;
   input logic [15:0]  pw_c_pa_i;
   output logic[27:0] l1_va_o;
   output logic       l1_cancel_o;
   output logic       l1_va_vld_o;
   input logic [31:0] l1_pa_i;
   input logic        l1_pa_vld_i;
   output logic[27:0] ch_va_o;
   output logic       ch_va_vld_o;
   input logic        ch_fault_i;
   logic [1:0]      walk_sel_reg;
   logic [3:0][1:0] walk_sel_pw00_03_reg;
   logic walkers_ready_s;
   logic walkers_stall_s;
   logic [3:0]       va_rdy_s;
   logic [3:0][27:0] pa_s;
   logic [3:0]       pa_vld_s;
   logic [3:0]       pa_fault_s;
   logic [3:0][31:0] pw_c_va_s;
   logic [3:0]       pw_c_vld_s;
   logic [3:0][27:0] l1_va_s;
   logic [3:0]       l1_cancel_s;
   logic [3:0]       l1_va_vld_s;
   logic [3:0][27:0] ch_va_s;
   logic [3:0]       ch_va_vld_s;
   logic [3:0]       stall_s;
   logic [3:0]       va_vld_s;
   always_ff@(posedge clk_i)
   begin
      if (!resetn_i)
      begin
	walk_sel_reg <= 2'h0;
	 for (int i=0; i<4;i++)
	   walk_sel_pw00_03_reg[i] <= 2'h0;
      end
      else
      begin
	 if (walkers_ready_s && va_vld_i && !walkers_stall_s)
	 begin
	    walk_sel_reg <= walk_sel_reg + 1; 
	 end
	 if (!walkers_stall_s)
	 begin
	    walk_sel_pw00_03_reg <= {walk_sel_pw00_03_reg[2:0], walk_sel_reg}; 
	 end
      end      
   end
   assign walkers_ready_s = va_rdy_s != 0;
   assign va_rdy_o = walkers_ready_s;
   always_comb
   begin
      va_vld_s = 4'h1;
      for (int i=0; i<4; i++)
	if (walk_sel_reg == i[1:0])
	begin
	   va_vld_s[i] = 1'b1;
	   break;
	end
   end
   assign pw_c_vld_o = pw_c_vld_s[walk_sel_pw00_03_reg[0]];
   assign pw_c_va_o  = pw_c_va_s[walk_sel_pw00_03_reg[0]];
   assign l1_va_o     = l1_va_s[walk_sel_pw00_03_reg[2]];
   assign l1_va_vld_o = l1_va_vld_s[walk_sel_pw00_03_reg[2]];
   assign ch_va_o = ch_va_s[walk_sel_pw00_03_reg[2]];
   assign ch_va_vld_o = ch_va_vld_s[walk_sel_pw00_03_reg[2]];
   assign l1_cancel_o = l1_cancel_s[walk_sel_pw00_03_reg[3]];
   assign walkers_stall_s = stall_s != 0 || (pa_vld_o && !pa_rdy_i);
   generate
      for (genvar i=0; i<4; i++)
      begin
	 walker walker_inst( 
			    .va_rdy_o		(va_rdy_s[i]),	  
			    .pa_o		(pa_s[i]),	  
			    .pa_vld_o		(pa_vld_s[i]),	  
			    .pa_fault_o		(pa_fault_s[i]),  
			    .pw_c_va_o		(pw_c_va_s[i]),	  
			    .pw_c_vld_o		(pw_c_vld_s[i]),  
			    .l1_va_o		(l1_va_s[i]),	  
			    .l1_cancel_o	(l1_cancel_s[i]),  
			    .l1_va_vld_o	(l1_va_vld_s[i]),  
			    .ch_va_o		(ch_va_s[i]),	  
			    .ch_va_vld_o	(ch_va_vld_s[i]),  
			    .stall_o		(stall_s[i]),	  
			    .clk_i		(clk_i),
			    .resetn_i		(resetn_i),
			    .va_i		(va_i[31:0]),
			    .va_vld_i		(va_vld_s[i]),	  
			    .pw_c_pa_i		(pw_c_pa_i[15:0]),
			    .l1_pa_i		(l1_pa_i[31:0]),
			    .l1_pa_vld_i	(l1_pa_vld_i),
			    .ch_fault_i		(ch_fault_i),
			    .stall_i		(walkers_stall_s));  
      end
   endgenerate
   always_ff@(posedge clk_i)
   begin
      if (!resetn_i)
      begin
	 pa_o       <= 28'h0;
	 pa_vld_o   <= 1'b0;
	 pa_fault_o <= 1'b0;
      end
      else
      begin
	 if (pa_rdy_i || (!pa_rdy_i && !pa_vld_o))
	 begin
	    pa_o       <= pa_s[walk_sel_pw00_03_reg[3]];
	    pa_vld_o   <= pa_vld_s[walk_sel_pw00_03_reg[3]];
	    pa_fault_o <= pa_fault_s[walk_sel_pw00_03_reg[3]] || l1_pa_i[31:12] != 0; 
	 end
      end
   end
endmodule
module walker( 
   va_rdy_o, pa_o, pa_vld_o, pa_fault_o, pw_c_va_o, pw_c_vld_o,
   l1_va_o, l1_cancel_o, l1_va_vld_o, ch_va_o, ch_va_vld_o, stall_o,
   clk_i, resetn_i, va_i, va_vld_i, pw_c_pa_i, l1_pa_i, l1_pa_vld_i,
   ch_fault_i, stall_i
   );
   input logic clk_i;   
   input logic resetn_i;
   input logic [31:0] va_i;
   input logic        va_vld_i;
   output logic       va_rdy_o;
   output logic[27:0] pa_o;
   output logic       pa_vld_o;
   output logic       pa_fault_o;
   output logic [31:0] pw_c_va_o;
   output logic        pw_c_vld_o;
   input logic [15:0]  pw_c_pa_i;
   output logic[27:0] l1_va_o;
   output logic       l1_cancel_o;
   output logic       l1_va_vld_o;
   input logic [31:0] l1_pa_i;
   input logic        l1_pa_vld_i;
   output logic[27:0] ch_va_o;
   output logic       ch_va_vld_o;
   input logic        ch_fault_i;
   output logic       stall_o;
   input logic        stall_i;
   logic [31:0] va_reg;
   logic [3:0]  pw00_03_va_vld_reg;
   logic        ld05_va_vld_reg;
   logic        cancel_fault_reg;
   logic [27:0] ld_va_reg;
   logic        va_rdy_reg;
   assign pw_c_va_o = va_reg;
   assign pw_c_vld_o = pw00_03_va_vld_reg[0];
   always_ff@(posedge clk_i)
   begin
      if (!resetn_i)
      begin
	 va_reg <= 32'h0;
	 pw00_03_va_vld_reg <= 4'h0;
	 ld_va_reg <= 28'h0;
      end
      else
      begin
	 if (!stall_o && !stall_i)
	 begin
	    if (va_vld_i && va_rdy_o) 
	    begin
	       va_reg <= va_i;
	    end
	    pw00_03_va_vld_reg[3:0] <= {pw00_03_va_vld_reg[2:0], va_vld_i && va_rdy_o};
	    ld_va_reg <= {pw_c_pa_i, va_reg[11:0]};	    
	 end
      end
   end
   assign va_rdy_o = va_rdy_reg || (pw00_03_va_vld_reg[3] && !stall_o && !stall_i);
   always @(posedge clk_i)
   begin
      if (!resetn_i)		 
	va_rdy_reg <= 1'b1;
      else
	begin	    
	   if (va_vld_i && (va_rdy_reg || va_rdy_o)) 
	     va_rdy_reg <= 1'b0;
	   else if (!va_rdy_reg && va_rdy_o)
	     va_rdy_reg <= 1'b1;
	end
   end
   assign l1_va_o     = ld_va_reg;
   assign l1_va_vld_o = pw00_03_va_vld_reg[2] && !stall_i;
   assign ch_va_o = ld_va_reg;
   assign ch_va_vld_o = pw00_03_va_vld_reg[2] && !stall_i;
   assign l1_cancel_o = ch_fault_i && !cancel_fault_reg && pw00_03_va_vld_reg[3];
   always@(posedge clk_i)
   begin
      if (!resetn_i)
      begin
	 cancel_fault_reg <= 1'b0;	 
	 ld05_va_vld_reg <= 1'b0;
      end
      else
      begin
	 if (!stall_o && !stall_i) 
	 begin	 
	    ld05_va_vld_reg <= pw00_03_va_vld_reg[3];
	 end
	 if (pw00_03_va_vld_reg[3])
	   cancel_fault_reg <= l1_cancel_o;
	 else if (cancel_fault_reg && l1_pa_vld_i && !stall_i)
	   cancel_fault_reg <= 1'b0;
      end
   end
   assign stall_o = !ch_fault_i && !l1_pa_vld_i && pw00_03_va_vld_reg[3]; 
   assign pa_o = {va_reg[31:16],l1_pa_i[11:0]};
   assign pa_vld_o = (l1_pa_vld_i || cancel_fault_reg) && pw00_03_va_vld_reg[3];
   assign pa_fault_o = cancel_fault_reg;
endmodule
==> design/flow/run.sh <==
#!/bin/bash
# OpenROAD 26Q1-2900-gdf79404cd8, Yosys 0.63+post, stock flow scripts
make -C /OpenROAD-flow-scripts/flow DESIGN_CONFIG=/design/flow/config.mk WORK_HOME=/design/flow/orfs finish
==> design/flow/config.mk <==
export PLATFORM = sky130hd
export DESIGN_NAME = PWU
export DESIGN_NICKNAME = PWU
export VERILOG_FILES = /design/flow/design.v
export SDC_FILE = /design/flow/constraint.sdc
export NUM_CORES = 4
export LEC_CHECK = 1
export CORE_UTILIZATION = 30
export SYNTH_HDL_FRONTEND = slang
==> design/flow/constraint.sdc <==
current_design PWU

set clk_period 25.4
set clk_io_pct 0.2

create_clock -name clk0 -period $clk_period [get_ports {clk_i}]

set non_clock_inputs [all_inputs -no_clocks]
set_input_delay [expr $clk_period * $clk_io_pct] -clock clk0 $non_clock_inputs
set_output_delay [expr $clk_period * $clk_io_pct] -clock clk0 [all_outputs]
==> results.sh <==
# source this file to load flow results
export IMPL_fin_skew_ns=0.0122
export IMPL_outcome="completed"
export IMPL_cap_violations=0
export IMPL_hold_viol=0
export IMPL_cts_hold_buffers=0
export IMPL_drc=0
export IMPL_syn_area_per_cell_um2=9.51
export IMPL_fp_utilization=0.307
export IMPL_setup_viol=0
export IMPL_logic_area_um2=6200
export IMPL_routed_wl_um=34500
export IMPL_core_um2=42400
export IMPL_yosys_warnings=0
export IMPL_cts_root_buffer_cell="clkbuf_16"
export IMPL_synthArstFlopShare=0
export IMPL_worst_pin_slew_ns=0.815
export IMPL_vias_per_cell=4.86
export IMPL_place_gp_congestion=0.759
export IMPL_wl_per_cell_um=16.4
export IMPL_ant_nets=0
export IMPL_flop_cell="dfxtp_1"
export IMPL_largest_reg_flops=128
export IMPL_hold_class="reg2reg"
export IMPL_post_route_period_util=0.483
export IMPL_place_area_um2=15300
export IMPL_p_clk_frac=0.442
export IMPL_netlist_area_leader_share=0.467
export IMPL_final_cell_area_um2=16400
export IMPL_grt_pass1_wl_um=54700
export IMPL_edf_count=0
export IMPL_p_sw_mw=0.262
export IMPL_fp_row_count=75
export IMPL_num_fill_cells=4090
export IMPL_synthCells=1371
export IMPL_end_kind="output pin"
export IMPL_cts_tree="yes"
export IMPL_gr_total_overflow=0
export IMPL_netSwitchingFraction=0.231
export IMPL_required_ns=20.32
export IMPL_ys_seq_share=0.467
export IMPL_critPathLaunchType="input port"
export IMPL_htree_levels=2
export IMPL_grt_max_degree=80
export IMPL_clock_latency_ns=0.51
export IMPL_ys_types=42
export IMPL_fin_crit_ns=12.28
export IMPL_drt_iter0_drc=682
export IMPL_drive_gt1_frac=0.115
export IMPL_clkSinkCount=304
export IMPL_cts_setup_buffers=0
export IMPL_ys_seq_elements=304
export IMPL_synth_top_cell_by_area="dfxtp_1"
export IMPL_top_cells_by_area="dfxtp_1, mux4_2, nand2_1"
export IMPL_cp_max_fo=25
export IMPL_fp_dieH_um=210
export IMPL_arrival_ns=7.20
export IMPL_seq_area_um2=6090
export IMPL_p_per_area_nw_per_um2=69.2
export IMPL_warning_count=27
export IMPL_yosys_cells=1371
export IMPL_port_buffers=208
export IMPL_grt_usage=0.162
export IMPL_final_core_util=0.387
export IMPL_dieArea_um2=44300
export IMPL_synth_area_um2=13000
export IMPL_postCtsResizedCells=0
export IMPL_grt_pass1_vias=9972
export IMPL_grt_antenna_before_repair=2
export IMPL_critPathKind="in2out"
export IMPL_pin_count=209
export IMPL_ys_area_um2=13000
export IMPL_clk_pin_slew_ns=0.06
export IMPL_cts_buffer_depth=3
export IMPL_combPwrFrac=0.104
export IMPL_syn_to_final_growth_pct=25.9
export IMPL_relSlewSlack=0.457
export IMPL_seqPwrFrac=0.454
export IMPL_setup_tns_ns=0
export IMPL_timing_hold_ws_ns=0.446
export IMPL_p_leak_nw=5.59
export IMPL_ir_worst_vdd_mv=0.0310
export IMPL_most_common_layout_cells="nand2_1, dfxtp_1, clkdlybuf4s50_1"
export IMPL_fmax_mhz=81.4
export IMPL_vias=10200
export IMPL_layout_top_cell="nand2_1"
export IMPL_dr_pass1_iters=5
export IMPL_finalMaxSlewViolations=0
export IMPL_dieWidth_um=210
export IMPL_p_int_mw=0.873
export IMPL_dp_hpwl_um=20600
export IMPL_reg2reg_slack_ns=22.60
export IMPL_rsz0062_at_grt="no"
export IMPL_cts_made_buffers=35
==> Yosys cell counts (3+ instances only) <==
| master | number |
|---|---|
| buf_4 | 37 |
| a21oi_1 | 200 |
| nor4_1 | 6 |
| o21ai_2 | 4 |
| dfxtp_1 | 304 |
| o21ai_0 | 38 |
| buf_2 | 19 |
| and2_1 | 4 |
| buf_1 | 4 |
| inv_1 | 4 |
| nand3_1 | 34 |
| nor2_1 | 4 |
| mux4_2 | 79 |
| nand3b_1 | 8 |
| buf_6 | 9 |
| a21oi_4 | 4 |
| ha_1 | 3 |
| clkbuf_1 | 72 |
| mux2i_1 | 99 |
| nand2_1 | 413 |
| o21a_1 | 3 |
==> cell families (layout without fill, tap and decap cells) <==
logic type               count (synthesis)  count (layout)  synth area share
AND/OR/NAND/NOR                        479             479             0.149
flip-flops                             304             304             0.467
AND-OR/OR-AND                          258             258             0.107
multiplexers                           180             180             0.214
buffers and inverters                  147             294            0.0601
adder cells (fa/ha/maj)                  3               3           0.00288
other                                    0               1                 0
==> final timing paths <==
| path | startpoint | endpoint | cells past startpoint |
|---|---|---|---|
| worst max-delay path | ch_fault_i | l1_va_vld_o | 5 |
| worst min-delay path | walk_sel_pw00_03_reg[3]$_SDFFE_PN0N_ | walk_sel_pw00_03_reg[5]$_SDFFE_PN0N_ | 2 |
| worst max register to register | genblk1[1].walker_inst.pw00_03_va_vld_reg[3]$_SDFFE_PN0N_ | genblk1[0].walker_inst.ch_va_o[13]$_SDFFE_PN0N_ | 5 |
| worst min register to register | walk_sel_pw00_03_reg[3]$_SDFFE_PN0N_ | walk_sel_pw00_03_reg[5]$_SDFFE_PN0N_ | 2 |
==> power groups by stage <==
stage         logic (mW)  registers, mW  clock network (mW)
CTS                0.119          0.516               0.518
global route       0.129          0.519               0.538
finish             0.118          0.516               0.502
==> critical path: stages <==
cell	delay [ns]
clkdlybuf4s50_1	0.64
nor2_1	0.16
a21oi_4	0.60
and2_1	0.24
clkdlybuf4s50_1	0.46
==> cell type report <==
| class | count | share of cell area |
|---|---|---|
| clock inverters | 9 | 0.00602 |
| diodes | 1 | 0.000152 |
| repair buffers | 227 | 0.135 |
| multi-input cells | 920 | 0.378 |
| flip-flops and latches | 304 | 0.371 |
| clock buffers | 53 | 0.0643 |
| inverters | 5 | 0.00145 |
| well taps | 577 | 0.0440 |
==> stage by stage <==
| step | power [mW] | std cells | setup WS, ns |
|---|---|---|---|
| after floorplan | 0.589 | 1371 | 14.21 |
| after global placement | 0.643 | 2033 | 13.11 |
| after detailed placement | 0.645 | 2033 | 13.14 |
| after CTS | 1.15 | 2095 | 13.13 |
| after global routing | 1.19 | 2095 | 12.98 |
| final | 1.14 | 2096 | 13.12 |
==> layer usage <==
layer  routed length [µm]  global-route usage
met4                  775              0.0347
met3                 2340              0.0447
met1                15200               0.233
met5                   13                   0
met2                16100               0.251
Power and IR drop assume default switching activity.
